**flow/config.mk**
```make
export PLATFORM = sky130hd
export DESIGN_NAME = sirv_debug_rom
export DESIGN_NICKNAME = sirv_debug_rom
export VERILOG_FILES = /design/flow/design.v
export SDC_FILE = /design/flow/constraint.sdc
export NUM_CORES = 4
export LEC_CHECK = 1
export CORE_AREA = 10 10 73 73
export DIE_AREA = 0 0 83 83
```
**flow/run.sh**
```bash
#!/bin/bash
# OpenROAD 26Q1-2900-gdf79404cd8, Yosys 0.63+post, stock flow scripts
make -C /OpenROAD-flow-scripts/flow DESIGN_CONFIG=/design/flow/config.mk WORK_HOME=/design/flow/orfs finish
```
**flow/design.v**
```verilog
module sirv_debug_rom(
  input  [7-1:2] rom_addr,
  output [32-1:0] rom_dout
  );
  wire [31:0] debug_rom [0:28];  
  assign rom_dout = debug_rom[rom_addr];
  assign debug_rom[ 0][7 : 0] = 8'h6f;
  assign debug_rom[ 0][15: 8] = 8'h00;
  assign debug_rom[ 0][23:16] = 8'hc0;
  assign debug_rom[ 0][31:24] = 8'h03;
  assign debug_rom[ 1][7 : 0] = 8'h6f;
  assign debug_rom[ 1][15: 8] = 8'h00;
  assign debug_rom[ 1][23:16] = 8'hc0;
  assign debug_rom[ 1][31:24] = 8'h00;
  assign debug_rom[ 2][7 : 0] = 8'h13;
  assign debug_rom[ 2][15: 8] = 8'h04;
  assign debug_rom[ 2][23:16] = 8'hf0;
  assign debug_rom[ 2][31:24] = 8'hff;
  assign debug_rom[ 3][7 : 0] = 8'h6f;
  assign debug_rom[ 3][15: 8] = 8'h00;
  assign debug_rom[ 3][23:16] = 8'h80;
  assign debug_rom[ 3][31:24] = 8'h00;
  assign debug_rom[ 4][7 : 0] = 8'h13;
  assign debug_rom[ 4][15: 8] = 8'h04;
  assign debug_rom[ 4][23:16] = 8'h00;
  assign debug_rom[ 4][31:24] = 8'h00;
  assign debug_rom[ 5][7 : 0] = 8'h0f;
  assign debug_rom[ 5][15: 8] = 8'h00;
  assign debug_rom[ 5][23:16] = 8'hf0;
  assign debug_rom[ 5][31:24] = 8'h0f;
  assign debug_rom[ 6][7 : 0] = 8'h83;
  assign debug_rom[ 6][15: 8] = 8'h24;
  assign debug_rom[ 6][23:16] = 8'h80;
  assign debug_rom[ 6][31:24] = 8'h41;
  assign debug_rom[ 7][7 : 0] = 8'h23;
  assign debug_rom[ 7][15: 8] = 8'h2c;
  assign debug_rom[ 7][23:16] = 8'h80;
  assign debug_rom[ 7][31:24] = 8'h40;
  assign debug_rom[ 8][7 : 0] = 8'h73;
  assign debug_rom[ 8][15: 8] = 8'h24;
  assign debug_rom[ 8][23:16] = 8'h40;
  assign debug_rom[ 8][31:24] = 8'hf1;
  assign debug_rom[ 9][7 : 0] = 8'h23;
  assign debug_rom[ 9][15: 8] = 8'h20;
  assign debug_rom[ 9][23:16] = 8'h80;
  assign debug_rom[ 9][31:24] = 8'h10;
  assign debug_rom[10][7 : 0] = 8'h73;
  assign debug_rom[10][15: 8] = 8'h24;
  assign debug_rom[10][23:16] = 8'h00;
  assign debug_rom[10][31:24] = 8'h7b;
  assign debug_rom[11][7 : 0] = 8'h13;
  assign debug_rom[11][15: 8] = 8'h74;
  assign debug_rom[11][23:16] = 8'h84;
  assign debug_rom[11][31:24] = 8'h00;
  assign debug_rom[12][7 : 0] = 8'h63;
  assign debug_rom[12][15: 8] = 8'h1a;
  assign debug_rom[12][23:16] = 8'h04;
  assign debug_rom[12][31:24] = 8'h02;
  assign debug_rom[13][7 : 0] = 8'h73;
  assign debug_rom[13][15: 8] = 8'h24;
  assign debug_rom[13][23:16] = 8'h20;
  assign debug_rom[13][31:24] = 8'h7b;
  assign debug_rom[14][7 : 0] = 8'h73;
  assign debug_rom[14][15: 8] = 8'h00;
  assign debug_rom[14][23:16] = 8'h20;
  assign debug_rom[14][31:24] = 8'h7b;
  assign debug_rom[15][7 : 0] = 8'h73;
  assign debug_rom[15][15: 8] = 8'h10;
  assign debug_rom[15][23:16] = 8'h24;
  assign debug_rom[15][31:24] = 8'h7b;
  assign debug_rom[16][7 : 0] = 8'h73;
  assign debug_rom[16][15: 8] = 8'h24;
  assign debug_rom[16][23:16] = 8'h00;
  assign debug_rom[16][31:24] = 8'h7b;
  assign debug_rom[17][7 : 0] = 8'h13;
  assign debug_rom[17][15: 8] = 8'h74;
  assign debug_rom[17][23:16] = 8'h04;
  assign debug_rom[17][31:24] = 8'h1c;
  assign debug_rom[18][7 : 0] = 8'h13;
  assign debug_rom[18][15: 8] = 8'h04;
  assign debug_rom[18][23:16] = 8'h04;
  assign debug_rom[18][31:24] = 8'hf4;
  assign debug_rom[19][7 : 0] = 8'h63;
  assign debug_rom[19][15: 8] = 8'h16;
  assign debug_rom[19][23:16] = 8'h04;
  assign debug_rom[19][31:24] = 8'h00;
  assign debug_rom[20][7 : 0] = 8'h23;
  assign debug_rom[20][15: 8] = 8'h2c;
  assign debug_rom[20][23:16] = 8'h90;
  assign debug_rom[20][31:24] = 8'h40;
  assign debug_rom[21][7 : 0] = 8'h67;
  assign debug_rom[21][15: 8] = 8'h00;
  assign debug_rom[21][23:16] = 8'h00;
  assign debug_rom[21][31:24] = 8'h40;
  assign debug_rom[22][7 : 0] = 8'h73;
  assign debug_rom[22][15: 8] = 8'h24;
  assign debug_rom[22][23:16] = 8'h40;
  assign debug_rom[22][31:24] = 8'hf1;
  assign debug_rom[23][7 : 0] = 8'h23;
  assign debug_rom[23][15: 8] = 8'h26;
  assign debug_rom[23][23:16] = 8'h80;
  assign debug_rom[23][31:24] = 8'h10;
  assign debug_rom[24][7 : 0] = 8'h73;
  assign debug_rom[24][15: 8] = 8'h60;
  assign debug_rom[24][23:16] = 8'h04;
  assign debug_rom[24][31:24] = 8'h7b;
  assign debug_rom[25][7 : 0] = 8'h73;
  assign debug_rom[25][15: 8] = 8'h24;
  assign debug_rom[25][23:16] = 8'h00;
  assign debug_rom[25][31:24] = 8'h7b;
  assign debug_rom[26][7 : 0] = 8'h13;
  assign debug_rom[26][15: 8] = 8'h74;
  assign debug_rom[26][23:16] = 8'h04;
  assign debug_rom[26][31:24] = 8'h02;
  assign debug_rom[27][7 : 0] = 8'he3;
  assign debug_rom[27][15: 8] = 8'h0c;
  assign debug_rom[27][23:16] = 8'h04;
  assign debug_rom[27][31:24] = 8'hfe;
  assign debug_rom[28][7 : 0] = 8'h6f;
  assign debug_rom[28][15: 8] = 8'hf0;
  assign debug_rom[28][23:16] = 8'h1f;
  assign debug_rom[28][31:24] = 8'hfe;
endmodule
```
**flow/constraint.sdc**
```tcl
current_design sirv_debug_rom

set clk_period 2.4
set clk_io_pct 0.2

create_clock -name clk0 -period $clk_period

set non_clock_inputs [all_inputs -no_clocks]
set_input_delay [expr $clk_period * $clk_io_pct] -clock clk0 $non_clock_inputs
set_output_delay [expr $clk_period * $clk_io_pct] -clock clk0 [all_outputs]
```
==> results.yml <==
# yosys + openroad results
power_and_ir_drop:
  power.combinational.fraction_pct: 100.0
  power_switching_w: 0.000146
  power.leakage_nw: 0.836
  switching_share_pct: 44.1
  cellInternalPower_w: 0.000185
  vdd_drop_max_mv: 0.0749
  relative_contribution_of_the_clock_network_to_total_power_pct: 0
  seq_power_share_pct: 0
  power.density_nw_per_um2: 184
  totalPowerFinal_w: 0.000332
floorplanning:
  design.core.area_um2: 3740
  die_w_um: 83
  std_cell_rows: 22
  initCoreUtil_pct: 25.8
  boundaryPins: 37
  chip_area_um2: 6890
  die.size.y_um: 83
layout:
  multiInputGateArea_um2: 912
  area_growth_pct: 86.3
  layout.area.seq_um2: 0
  drive_gt1_share_pct: 46.2
  final.clkbuf_count: 0
  flop-count: 0
  post_layout_nonfiller_instances: 282
  fillCellCount: 356
routing:
  detail_route.iter0.violations: 133
  n_antenna_cell: 0
  drcViolationCount: 0
  final_antenna_net_count: 0
  routed_via_density: 5.24
  detail_route.wl_per_cell_um: 14.9
  route.vias.total: 1479
  drtPass1Iterations: 4
  finalWirelength_mm: 4.19
final_timing:
  setup_violations: 2
  post-route-min-period_ns: 2.41
  rsz_0062_raised_after_global_routing: "yes"
  timing.hold.ws_ns: 1.45
  clock.fmax_mhz: 415
  worst_slack_ns: -0.0125
  hold_viol: 0
  timing.final.crit_share_pct: 101
  finalMaxSlewViolations: 0
worst_setup_path:
  critPathSlowestCell: "sky130_fd_sc_hd__clkdlybuf4s50_1"
  required_ns: 1.92
  critical-path-top-delay-family: "buffers and inverters"
  cp.arrival_ns: 1.93
  cell_breakdown_of_the_critical_path: "clkdlybuf4s15_2 > buf_6 > clkbuf_4 > nor2b_2 > a21oi_1 > o22ai_1 > clkdlybuf4s50_1"
  path_class: "in -> out"
  maximum_net_fanout_on_the_critical_path: 6
  category_of_the_worst_setup_path_capture_point: "output port"
  crit_path_max_incr_delay_ns: 0.50
  cp.buffers_inverters: 4
  worstSetupStartpointType: "input pin"
synthesis:
  synth_area_per_cell_um2: 5.96
  yosys_warnings: 1
  ys_area_um2: 966
  synth.cell_area_um2: 966
  post_synth_inst_count: 162
  netlist-cell-type-count: 41
  yosys-stat-cells: 162
  most_common_cell: "sky130_fd_sc_hd__a21oi_1"
  netlist.area_leader.share_pct: 11.4
  yosys.area.top_type: "sky130_fd_sc_hd__a21oi_1"
  proportion_of_synthesized_chip_area_in_sequential_cells_pct: 0
  synth.top_cells.by_count: "sky130_fd_sc_hd__a21oi_1, sky130_fd_sc_hd__nor2_1, sky130_fd_sc_hd__nand2_1"
  top_cells_by_area: "sky130_fd_sc_hd__a21oi_1, sky130_fd_sc_hd__buf_4, sky130_fd_sc_hd__nor2_1"
job:
  warnings: 33
  drv.max_cap_violation_count: 0
grt:
  global_route_wire_length_before_repair_mm: 6.74
  first_global_vias: 1413
  number_of_antenna_violations_at_the_first_check_in_global_routing: 0
  grt.overflow.total: 0
  maximum_number_of_pins_on_one_net_before_global_route_repair: 14
  groute.usage.overall_pct: 10.8
place:
  dp_cell_count: 263
  gpl.final_weighted_congestion: 0.932
  port-buffer-count: 34
  dp.final_hpwl_mm: 2.86
  pre_cts_slack_ns: -0.384
hold_path:
  worstHoldPathCells: 4
  worstHoldStart: "rom_addr[6]"
  timing.hold.worst_endpoint: "rom_dout[21]"
  hold_path_class: "in -> out"
outcome:
  outcome: "finished with violations"
  violations: "negative setup slack"
cts:
  hold_buffers_post_cts: 0
## layer usage
metal	part of all wire, %	GRT usage (%)	vias up
li1	-	-	718
met1	44	14.5	679
met2	44	17.2	80
met3	11	2.76	2
met4	0.43	0.923	0
met5	0	0	-
## placed cells by master (no fill, tap or decap), types with 4 or more instances in the layout
cell,instances
sky130_fd_sc_hd__nand3_1,4
sky130_fd_sc_hd__clkdlybuf4s50_1,18
sky130_fd_sc_hd__a21oi_1,18
sky130_fd_sc_hd__buf_2,4
sky130_fd_sc_hd__o21ai_1,11
sky130_fd_sc_hd__a21oi_2,4
sky130_fd_sc_hd__nand2_1,11
sky130_fd_sc_hd__buf_4,53
sky130_fd_sc_hd__dlymetal6s2s_1,5
sky130_fd_sc_hd__nor2_2,7
sky130_fd_sc_hd__nor2_1,12
sky130_fd_sc_hd__nand2b_1,7
sky130_fd_sc_hd__dlygate4sd2_1,6
sky130_fd_sc_hd__o21ai_0,8
sky130_fd_sc_hd__buf_6,7
## worst min-delay path: cells and delay by family
| family | cells | cell delay (ns) |
|---|---|---|
| simple gates | 1 | 0.05 |
| buf+inv | 3 | 0.44 |
## cell type report
cell class,count,area share [%]
Multi-Input combinational cell,135,50.7
Inverter,3,0.626
Timing Repair Buffer,96,45.3
Tap cell,48,3.34
## power by group through the flow
stage	clock network [W]	registers, W	logic [W]
CTS	0	0	0.000315
global route	0	0	0.000362
finish	0	0	0.000332
## how the worst max path moves through the flow
stage	depth (start not counted)	slack, ns	startpoint	endpoint
CTS	7	0.0004	rom_addr[4]	rom_dout[31]
global route	8	-0.09	rom_addr[5]	rom_dout[4]
finish	7	-0.01	rom_addr[5]	rom_dout[11]
## through the flow
step	cell area (um^2)	utilization [%]	setup TNS, ns
6_report	1800	48.1	-0.0137
5_1_grt	1800	48.1	-0.272
4_1_cts	1710	45.7	0
2_1_floorplan	970	-	0
3_3_place_gp	1520	40.6	-8.36
3_5_place_dp	1520	40.6	-8.42
## kinds of logic after synthesis
kind of cell / after synthesis / share of synthesized area [%]
compound gates: 63 / 41.3
buf+inv: 28 / 19.0
mux: 1 / 1.04
other cells: 2 / 0.777
simple gates: 68 / 37.8
## timing repair
| item | in CTS | in global routing |
|---|---|---|
| setup buffers | 15 | 2 |
| endpoints found under the setup margin | 29 | 23 |
| pin swaps | 10 | 6 |
| resized | 47 | 26 |
| gates cloned | 1 | 1 |
Power figures rest on the tool's default switching activity, not on a simulated workload.
