## flow/run.sh

```bash
#!/bin/bash
# OpenROAD 26Q1-2900-gdf79404cd8, Yosys 0.63+post, stock flow scripts
make -C /OpenROAD-flow-scripts/flow DESIGN_CONFIG=/design/flow/config.mk WORK_HOME=/design/flow/orfs finish
```

## flow/config.mk

```make
export PLATFORM = sky130hd
export DESIGN_NAME = sirv_debug_csr
export DESIGN_NICKNAME = sirv_debug_csr
export VERILOG_FILES = /design/flow/design.v
export SDC_FILE = /design/flow/constraint.sdc
export NUM_CORES = 4
export LEC_CHECK = 1
export CORE_UTILIZATION = 40
```

## flow/constraint.sdc

```tcl
current_design sirv_debug_csr

set clk_period 1.7
set clk_io_pct 0.2

create_clock -name clk0 -period $clk_period [get_ports {clk}]

set non_clock_inputs [all_inputs -no_clocks]
set_input_delay [expr $clk_period * $clk_io_pct] -clock clk0 $non_clock_inputs
set_output_delay [expr $clk_period * $clk_io_pct] -clock clk0 [all_outputs]
```

## flow/design.v

```verilog
module sirv_debug_csr #(
    parameter PC_SIZE = 32
)(
  input  [PC_SIZE-1:0] cmt_dpc,
  input  cmt_dpc_ena,
  input  [3-1:0] cmt_dcause,
  input  cmt_dcause_ena,
  input  dbg_irq_r,
  input  wr_dcsr_ena    ,
  input  wr_dpc_ena     ,
  input  wr_dscratch_ena,
  input  [32-1:0] wr_csr_nxt    ,
  output[32-1:0] dcsr_r    ,
  output[PC_SIZE-1:0] dpc_r     ,
  output[32-1:0] dscratch_r,
  output dbg_mode,
  output dbg_halt_r,
  output dbg_step_r,
  output dbg_ebreakm_r,
  output dbg_stopcycle,
  input  clk,
  input  rst_n
);
  reg [PC_SIZE-1:0] dpc_r;
  always @(posedge clk or negedge rst_n) begin: p_dpc_r
      if (!rst_n)
          dpc_r <= {PC_SIZE{1'b0}};
      else if (cmt_dpc_ena)
          dpc_r[PC_SIZE-1:1] <= cmt_dpc[PC_SIZE-1:1];
      else if (wr_dpc_ena)
          dpc_r[PC_SIZE-1:1] <= wr_csr_nxt[PC_SIZE-1:1];
  end: p_dpc_r
  reg [31:0] dscratch_r;
  always @(posedge clk or negedge rst_n) begin: p_dscratch_r
      if (!rst_n)
          dscratch_r <= {32{1'b0}};
      else if (wr_dscratch_ena)
          dscratch_r <= wr_csr_nxt;
  end: p_dscratch_r
  reg ndreset_r;
  always @(posedge clk or negedge rst_n) begin: p_ndreset_r
      if (!rst_n)
          ndreset_r <= 1'b0;
      else if (wr_dcsr_ena & wr_csr_nxt[29])
          ndreset_r <= 1'b1;
  end: p_ndreset_r
  reg fullreset_r;
  always @(posedge clk or negedge rst_n) begin: p_fullreset_r
      if (!rst_n)
          fullreset_r <= 1'b0;
      else if (wr_dcsr_ena & wr_csr_nxt[28])
          fullreset_r <= 1'b1;
  end: p_fullreset_r
  reg [2:0] dcause_r;
  always @(posedge clk or negedge rst_n) begin: p_dcause_r
      if (!rst_n)
          dcause_r <= 3'd0;
      else if (cmt_dcause_ena)
          dcause_r <= cmt_dcause;
  end: p_dcause_r
  reg halt_r;
  always @(posedge clk or negedge rst_n) begin: p_halt_r
      if (!rst_n)
          halt_r <= 1'b0;
      else if (wr_dcsr_ena)
          halt_r <= wr_csr_nxt[3];
  end: p_halt_r
  reg step_r;
  always @(posedge clk or negedge rst_n) begin: p_step_r
      if (!rst_n)
          step_r <= 1'b0;
      else if (wr_dcsr_ena)
          step_r <= wr_csr_nxt[2];
  end: p_step_r
  reg ebreakm_r;
  always @(posedge clk or negedge rst_n) begin: p_ebreakm_r
      if (!rst_n)
          ebreakm_r <= 1'b0;
      else if (wr_dcsr_ena)
          ebreakm_r <= wr_csr_nxt[15];
  end: p_ebreakm_r
  assign dbg_stopcycle = 1'b1;
  assign dcsr_r [31:30] = 2'd1;
  assign dcsr_r [29:16]  = 14'b0;
  assign dcsr_r [15:12]  = {4{ebreakm_r}}; 
  assign dcsr_r [11]  = 1'b0;
  assign dcsr_r [10]    = dbg_stopcycle; 
  assign dcsr_r [9]     = 1'b0; 
  assign dcsr_r [8:6]   = dcause_r;
  assign dcsr_r [5]     = dbg_irq_r;
  assign dcsr_r [4]   = 1'b0;
  assign dcsr_r [3]   = halt_r;
  assign dcsr_r [2]   = step_r;
  assign dcsr_r [1:0]   = 2'b11;
  assign dbg_mode = ~(dcause_r == 3'b0);
  assign dbg_halt_r = halt_r;
  assign dbg_step_r = step_r;
  assign dbg_ebreakm_r = ebreakm_r;
endmodule
```

==> run summary <==
Gr usage total: 18.7%
I/O Buffers: 148
Setup-failing EPs final: 0
Crit Path Max Fanout: 3
Final WL: 7.48 mm
Yosys Chip Area: 3260 sq um
Filler cell count: 658
Final WS setup: 98.5 ps
Die X-Extent: 92.2 um
GRT overflow: 0
Die Height: 92.2 um
Peak per-stage delay on the critical path: 390 ps
Max-cap violations: 0
Critical-path top delay cell: dfrtp_1
Buffer and inverter count on the worst path: 1
Crit path cell chain: or3_1 -> clkdlybuf4s15_1
Flops & latches, synth: 69
Pwr Density: 808 nW/um^2
Routability congestion estimate: 0.746
I/O pin total: 176
Initial antenna violation count: 0
CP Data Arrival Time: 1260 ps
R2R Path Start: dcause_r[0]$_DFFE_PN0P_
Largest net degree at the start of global routing: 70
Power, Total: 3.86 mW
Post-layout instance area: 4780 sq um
Post-layout minimum cycle time: 1600 ps
Area after DPL: 4610 sq um
Cell type with the largest total area: dfrtp_1
Final ANT Viol Nets: 0
Routed WL per cell: 15.1 um
Share of cells above drive strength 1: 15.0%
Clk_skew: 0 ps
WS Path Type: reg -> out
Hold_ws: 12.7 ps
Hold Vio Cnt, Final: 0
Fmax achieved: 624 MHz
VDD IR-drop max: 0.000469 V
Flop area: 1730 sq um
Final Max Slew Viols: 0
H-tree depth: 3
Post-Place Worst Slack: 234 ps
Mean Syn Cell Area: 13.1 sq um
FP Core Util: 41.7%
M1 WL: 3.40 mm
Synth area leaders: dfrtp_1 53%, mux2_4 14%, mux2i_1 9.5%
Setup TNS: 0 ps
DR top layer: met4
Cell Type Count: 16
CTS buffer count: 9
Worst min path class: in -> async
Number of vias per cell: 4.52
Synth Seq Share: 53.0%
Netlist Area Pre-Place: 3260 sq um
Cell Rows: 32
Unrepaired setup endpoints after global routing: false
# diodes: 0
Hold buffers post-CTS: 0
Root Driver: clkbuf_8
Clock sinks: 69
Status: finished clean
Number of global-route vias before repair: 2224
Tool warnings: 26
Core area: 7810 sq um
# Cells Yosys: 249
DRT Pass-1 Iters: 4
TritonCTS clock tree: yes
Comb area: 1220 sq um
Met2 routed WL: 3.50 mm
CP Capture Type: output port
Top-area cell share: 53.0%
CP Data Required Time: 1360 ps
Clk slew on worst S/H paths: 70 ps
Worst reg2reg endpoint: dcause_r[0]$_DFFE_PN0P_
Worst R2R Path Depth: 2
Leakage: 2.17 nW
Max Root-Sink Buffers: 2
Startpoint Class: flip-flop
Yosys warns: 3
Die Size: 8500 sq um
Via count: 2238
CP top delay family: flip-flops
Clk latency late pin: 330 ps
DR DRC count: 0
Fin crit share: 94.2%
Flop-to-flop setup slack: 830 ps
Met3 routed WL: 506 um
Area Overhead vs Synth: 46.8%
DR iter-0 viols: 62
Wire length of the first global-routing pass: 11.9 mm
HPWL reported at the end of detailed placement: 4.91 mm
Cells after synthesis: 249
worst max-delay path by stage:
stage	startpoint	endpoint	depth (start not counted)
after CTS	dcause_r[0]$_DFFE_PN0P_	dbg_mode	2
after global routing	dcause_r[2]$_DFFE_PN0P_	dbg_mode	2
final	dcause_r[2]$_DFFE_PN0P_	dbg_mode	2
cell usage after synthesis:
| cell type | number |
|---|---|
| buf_12 | 3 |
| buf_4 | 31 |
| clkbuf_1 | 2 |
| dfrtp_1 | 69 |
| o21ai_0 | 1 |
| o21ai_1 | 30 |
| mux2_4 | 30 |
| buf_8 | 3 |
| mux2_2 | 8 |
| nand2_1 | 31 |
| buf_2 | 4 |
| or3_1 | 1 |
| mux2i_1 | 31 |
| clkbuf_2 | 1 |
| buf_6 | 2 |
| conb_1 | 2 |
kinds of logic (layout without fill, tap and decap cells):
group                  Yosys count  in the layout  synth area share, %
AOI/OAI and AO/OA               31             31                 4.77
muxes                           69             69                 26.1
DFF                             69             69                 53.0
and+or+nand+nor                 32             32                 3.77
buffers and inverters           46            168                 12.1
other                            2             24                0.231
registers in the layout (all words and copies together), names as in the netlist:
| name | cells |
|---|---|
| dcause_r | 3 |
| dpc_r | 31 |
| dscratch_r | 32 |
| ebreakm_r | 1 |
| halt_r | 1 |
| step_r | 1 |
metal layers:
| metal | vias up | global-route usage, % |
|---|---|---|
| li1 | 1071 | - |
| met1 | 1056 | 29.9 |
| met2 | 102 | 28.6 |
| met3 | 9 | 4.30 |
| met4 | 0 | 1.43 |
| met5 | - | 0 |
timing repair:
| item | 4_1_cts | 5_1_grt |
|---|---|---|
| endpoints found under the setup margin | 1 | 1 |
| setup buffers | 1 | 0 |
| pin swaps | 1 | 1 |
| gates resized | 1 | 1 |
layout make-up:
cell class / count / share of cell area [%]
sequential: 69 / 36.1
clock inverter: 2 / 0.209
tap: 102 / 2.67
multi-input combinational: 156 / 25.5
timing repair buffer: 153 / 32.4
clock buffer: 13 / 3.11
where the power goes:
group          leakage (nW)  switching, mW  total [mW]  internal, mW
Clock                0.0833          0.565        1.12         0.559
Sequential            0.818         0.0881        1.89          1.80
Combinational          1.27          0.228       0.852         0.625
Total                  2.17          0.881        3.86          2.98
through the flow:
stage / instances / utilization [%]
6_report: 495 / 61.2
5_1_grt: 495 / 61.2
4_1_cts: 495 / 61.2
3_5_place_dp: 479 / 59.1
3_3_place_gp: 479 / 59.1
2_1_floorplan: 271 / -
worst register-to-register path: stages (launching register included):
cell,delay [ps]
dfrtp_1,380
buf_4,130
mux2_2,250
placed cells by master, fill, tap and decap left out, types with 2 or more instances in the layout:
cell type,Yosys,routed
buf_12,3,4
buf_2,4,4
clkbuf_1,2,3
clkbuf_8,0,10
clkdlybuf4s50_1,0,143
clkinv_2,0,2
conb_1,2,24
dfrtp_1,69,69
mux2_2,8,8
mux2_4,30,30
mux2i_1,31,31
nand2_1,31,31
o21ai_1,30,30
Power and IR drop assume default switching activity.
